==> ./design.v <==
`default_nettype none
module gray_code_counter
#(
	parameter WIDTH = 8
)
(
	input wire rst_i,
	input wire clk_i,
	input wire ce_i,
	output reg [WIDTH-1:0] binary_o,
	output wire [WIDTH-1:0] gray_o
);
always @(posedge clk_i) begin
	if (rst_i) begin
		binary_o <= {WIDTH{1'b0}};
	end
	else if (ce_i) begin
		binary_o <= binary_o + 1'b1;
	end
end
assign gray_o = (binary_o >> 1) ^ binary_o;
endmodule
==> ./run.sh <==
#!/bin/bash
# OpenROAD 26Q1-2900-gdf79404cd8, Yosys 0.63+post, stock flow scripts
make -C /OpenROAD-flow-scripts/flow DESIGN_CONFIG=/design/flow/config.mk WORK_HOME=/design/flow/orfs finish
==> ./config.mk <==
export PLATFORM = sky130hd
export DESIGN_NAME = gray_code_counter
export DESIGN_NICKNAME = gray_code_counter
export VERILOG_FILES = /design/flow/design.v
export SDC_FILE = /design/flow/constraint.sdc
export NUM_CORES = 4
export LEC_CHECK = 1
export CORE_AREA = 10 10 71 71
export DIE_AREA = 0 0 81 81
==> ./constraint.sdc <==
current_design gray_code_counter

set clk_period 1.8
set clk_io_pct 0.2

create_clock -name clk0 -period $clk_period [get_ports {clk_i}]

set non_clock_inputs [all_inputs -no_clocks]
set_input_delay [expr $clk_period * $clk_io_pct] -clock clk0 $non_clock_inputs
set_output_delay [expr $clk_period * $clk_io_pct] -clock clk0 [all_outputs]
==> flow_summary.toml <==
# physical design summary
[placement]
portBuffers = 18
place_congestion = 0.694
dp.cells = 105

[worst_setup_path]
crit_required_ps = 1440
cp-start-kind = "register"
crit_type = "reg -> out"
crit_fanout = 4
crit_arrival_ps = 1340
r2r_start = "binary_o[2]$_SDFFE_PP0P_"
rr_worst_depth = 4
cp-end-kind = "primary output"
regToRegEndpoint = "binary_o[7]$_SDFFE_PP0P_"
reg2reg_slack_ps = 530

[sta]
rsz0062_at_grt = "false"
slew-limit-headroom_pct = 79.9
fmax_mhz = 588
tns_ps = 0
fin_crit_sh_pct = 94.5
clock-skew-final_ps = 1.63
setup_viol = 0
finalMaxSlewViolations = 0
hold_viol = 0
fin_crit_ps = 1700
worstMarginPinSlew_ps = 301

[grt]
grt_pass1_vias = 357
antenna_found_initial = 0
grt_first_pass_wirelength_mm = 1.78
grt_usage_pct = 3.44
grt-ovfl-total = 0
grt_max_degree = 9

[drt]
viasPerCell = 3.22
wirelength_mm = 1.05
postRouteAntennaNets = 0
num_antenna_cells = 0
drc = 0
first_pass_iters = 2
via_count = 348
wire_per_inst_microns = 9.76
drtIter0Drc = 2

[power]
pwr_density_cell_nw_per_um2 = 656
p_total_uw = 449
swShare_pct = 19.8
clkPwrFrac_pct = 47.3
combPwrFrac_pct = 10.2
p_leak_uw = 0.000280
pwr-share-seq_pct = 42.5
p_sw_uw = 88.8
peakVddDrop_v = 0.000462
intPower_uw = 360

[synth]
syn_area_sq_um = 417
synth-async-reset-ratio_pct = 0
yosys.area.top_type = "dfxtp_1"
top_area_share_pct = 38.4
avgSynthCellArea_sq_um = 10.2
top_cells_by_count = "8 x dfxtp_1, 7 x nor2_1, 6 x ha_1, 6 x xor2_1, 2 x nand3_1"
ys_ff = 8
yosys_cells = 41
yosys_area_sq_um = 417
yosysSeqAreaShare_pct = 38.4
ff_type = "dfxtp_1"
syn_inst = 41
ys_types = 17
yosysWarnings = 1
synth.most_common_cell = "dfxtp_1"
synthTopCellsByArea = "dfxtp_1 38%, ha_1 18%, xor2_1 13%"
edf_count = 0

[final_layout]
drive_gt1_share_pct = 10.0
area_growth_syn_to_layout_pct = 64.3
largest-register = "binary_o"
n_fill_cell = 400
largest_reg_flops = 8
finalNonFillerCells = 108
reg.largest.list = "binary_o: 8 flops"

[clock_tree]
cts_buffers = 3
clock.latency.late_pin_ps = 230
tritoncts = "built"
cts_hold_buffers = 0
cts.sinks = 8
postCtsSetupRepairBufs = 0
clock-root-buffer = "clkbuf_8"
path_clk_slew_ps = 40
cts_buffer_depth = 2
htreeDepth = 1

[die]
die_height_microns = 81
ioPinCount = 19
core_area_sq_um = 3630
rows = 22
dieArea_sq_um = 6560
fp_util_pct = 11.5
dieWidth_microns = 81

[hold_path]
worstHoldEndpoint = "binary_o[7]$_SDFFE_PP0P_"
hp-class = "reg -> reg"
min_from = "binary_o[7]$_SDFFE_PP0P_"
holdPathStages = 2

[run]
warnings = 25
max_cap_violations = 0

[status]
outcome = "completed"
metrics by stage:
| stage | utilization (%) | area, sq um | worst slack (ps) | hold WS [ps] |
|---|---|---|---|---|
| finish | 18.8 | 684 | 99.3 | 548 |
| floorplan | - | 417 | 634 | 483 |
| CTS | 18.8 | 683 | 37.0 | 555 |
| detailed placement | 17.7 | 642 | 273 | 549 |
| global placement | 17.7 | 642 | 289 | 528 |
| global route | 18.8 | 684 | 15.2 | 611 |
timing repair:
action                                 CTS  global route
resized                                  0             1
setup endpoints to repair                0             1
endpoints found under the hold margin    0             0
cell usage in the layout, fill, tap and decap left out:
cell	synthesis	routed
nand4_4	1	1
mux2i_1	1	1
inv_1	1	1
buf_4	1	1
nor2_1	7	7
nand3_1	2	2
xnor2_1	1	1
dfxtp_1	8	7
clkbuf_8	0	3
or3_1	1	1
a21oi_1	1	1
nand2_1	1	1
dfxtp_2	0	1
o21ai_0	1	1
xor2_1	6	6
ha_1	6	6
nand4_1	1	1
clkdlybuf4s50_1	0	18
power by group through the flow:
stage     registers, uW  clock network, uW  logic (uW)
4_1_cts             190                216        47.6
5_1_grt             192                233        52.2
6_report            191                212        45.7
layout make-up:
type / instances / area, sq um / share of cell area [%]
multi-input combinational: 29 / 230 / 33.6
timing repair buffer: 19 / 188 / 27.4
sequential: 8 / 161 / 23.6
inverter: 1 / 3.75 / 0.548
tap: 48 / 60.1 / 8.78
clock buffer: 3 / 41.3 / 6.03
routing by layer:
layer | GRT usage (%) | vias up | wire length (microns)
li1 | - | 175 | -
met1 | 4.39 | 156 | 503
met2 | 4.62 | 17 | 380
met3 | 2.67 | 0 | 170
met4 | 0.346 | 0 | 0
met5 | 0 | - | 0
worst max-delay path: stages (launching register included):
cell	delay [ps]
dfxtp_1	350
ha_1	290
clkdlybuf4s50_1	480
cell families after synthesis:
kind of cell               count (synthesis)  synth area share, %
adders and majority gates                  6                 18.0
DFF                                        8                 38.4
AOI/OAI and AO/OA                          2                 2.40
muxes                                      1                 2.40
buffers and inverters                      4                 6.31
and+or+nand+nor                           13                 17.7
xor gates and xnor gates                   7                 14.7
worst max path at each step:
| stage | from | to | slack [ps] | cells past startpoint |
|---|---|---|---|---|
| after global routing | binary_o[4]$_SDFFE_PP0P_ | gray_o[4] | 20 | 2 |
| final | binary_o[5]$_SDFFE_PP0P_ | gray_o[5] | 100 | 2 |
| after CTS | binary_o[0]$_SDFFE_PP0P_ | gray_o[0] | 40 | 2 |
No activity file was given, so power comes from the tool's default toggle rates.
