==> design.v <==
`default_nettype none
module up_down_counter
#(
	parameter WIDTH = 8,
	parameter INIT = 8'h00
)
(
	input wire rst_i,
	input wire clk_i,
	input wire ce_i,
	input wire up_i,
	output reg [WIDTH-1:0] count_o
);
generate
	if ($clog2(INIT) > WIDTH) begin
		INIT_TOO_LARGE dummy ();
	end
endgenerate
always @(posedge clk_i) begin
	if (rst_i) begin
		count_o <= INIT;
	end
	else if (ce_i) begin
		if (up_i) begin
			count_o <= count_o + 1'b1;
		end
		else begin
			count_o <= count_o - 1'b1;
		end
	end
end
endmodule
==> run.sh <==
#!/bin/bash
# OpenROAD 26Q1-2900-gdf79404cd8, Yosys 0.63+post, stock flow scripts
make -C /OpenROAD-flow-scripts/flow DESIGN_CONFIG=/design/flow/config.mk WORK_HOME=/design/flow/orfs finish
==> config.mk <==
export PLATFORM = sky130hd
export DESIGN_NAME = up_down_counter
export DESIGN_NICKNAME = up_down_counter
export VERILOG_FILES = /design/flow/design.v
export SDC_FILE = /design/flow/constraint.sdc
export NUM_CORES = 4
export LEC_CHECK = 1
export CORE_AREA = 10 10 70 70
export DIE_AREA = 0 0 80 80
==> constraint.sdc <==
current_design up_down_counter

set clk_period 2.7
set clk_io_pct 0.2

create_clock -name clk0 -period $clk_period [get_ports {clk_i}]

set non_clock_inputs [all_inputs -no_clocks]
set_input_delay [expr $clk_period * $clk_io_pct] -clock clk0 $non_clock_inputs
set_output_delay [expr $clk_period * $clk_io_pct] -clock clk0 [all_outputs]
==> flow_summary.ini <==
; physical design summary
[run_status]
status = finished clean

[critical_path]
r2r-end = count_o[7]$_SDFFE_PP0P_
start_kind = primary input
end_kind = flop
required_ps = 2840
rr_worst_depth = 6
critical_path.cell_chain = clkdlybuf4s50_1 > inv_1 > ha_1 > a21oi_2 > o21ai_1 > a21oi_2 > mux2i_1 > mux2_1
cp_common_cell = a21oi_2
cp_slowest_cell = clkdlybuf4s50_1
worstPathArrival_ps = 2520
critPathMaxStageDelay_ps = 480
critPathKind = in2reg
r2r-start = count_o[4]$_SDFFE_PP0P_
crit_fanout = 8
r2r_setup_slack_ps = 980

[sta]
finalClockPeriodUsage_pct = 88.2
max_freq_ghz = 0.420
setup_viol = 0
rsz0062_at_grt = false
slew_viol_final = 0
worst_pin_slew_ps = 442
fin_skew_ps = 5.86
setup_tns_ps = 0
hold_violations = 0
period_minus_slack_ps = 2380
slew_headroom_pct = 70.5
fin_hold_ws_ps = 509

[finish]
drive_gt1_share_pct = 11.5
layout_top_cells = clkdlybuf4s50_1, nor2_1, dfxtp_1
syn_to_final_growth_pct = 33.1
logic_area_um2 = 394
layout_top_cell = clkdlybuf4s50_1
nFillCells = 393
regMostFlops = count_o
reg_top3 = count_o x8
largest_reg_flops = 8
stdcell_count = 124
seqCellArea_um2 = 160

[global_routing]
grt_pass1_vias = 488
grt_pass1_wl_mm = 2.21
track_usage_pct = 4.24
grt-ovfl-total = 0
grt_max_degree = 14
antenna_found_initial = 0

[worst_hold_path]
hold_class = reg2reg
min_path_cells = 2
hp-start = count_o[5]$_SDFFE_PP0P_
min_to = count_o[5]$_SDFFE_PP0P_

[routing]
dr.pass1.iters = 4
diodes = 0
ant_nets = 0
initialDrtViolationCount = 16
wire_per_inst_um = 9.72
wirelength_mm = 1.21
num_vias = 486
drc = 0
viasPerCell = 3.92

[synthesis]
ys_seq_share_pct = 28.1
synth_area_um2 = 571
ys_chip_area_um2 = 571
postSynthAreaPerCell_um2 = 8.78
syn_inst = 65
ys_types = 27
yosys_warnings = 1
yosys_register_bits = 8
yosys_cells = 65

[clock_network]
cts_setup_buffers = 0
cts_buffers = 3
cts_tree = done
clk_pin_slew_ps = 60
cts-resized-gates = 0
cts_buffer_depth = 2
clock_latency_ps = 250
cts_hold_buf = 0
h-tree-depth = 1
root_buffer = clkbuf_4
cts.sinks = 8

[placement]
gp_congestion = 0.765
port_buffers = 11
place_inst = 121
hpwl_um = 974

[die]
fp-utilization_pct = 16.7
die-area_um2 = 6400
die_h_um = 80
core-area_um2 = 3420
die_w_um = 80
io_pins = 12
num_rows = 21

[power_and_ir_drop]
power.density_nw_per_um2 = 550
power_leakage_uw = 0.000316
irDropWorstVdd_mv = 0.217

[job]
warning_count = 25
cap_violations = 0
[synth_stat cells]
library cell	instances	share of area [%]
nor2b_1	1	1.1
o21ai_1	1	0.88
a21oi_1	1	0.88
nor2_1	8	5.3
xnor2_1	3	4.6
inv_1	2	1.3
nor3b_1	2	2.6
clkbuf_1	1	0.66
a31oi_1	2	2.2
fa_1	1	3.5
mux2i_1	4	7.0
a21o_1	1	1.3
nand4bb_1	1	2.0
nand2_2	1	1.1
buf_2	1	0.88
mux2_1	1	2.0
o22ai_1	1	1.1
nand2b_1	2	2.2
o21ai_0	1	0.88
a211oi_1	1	1.3
nand3_1	1	0.88
a21oi_2	4	6.1
nand2_1	7	4.6
xor2_1	2	3.1
o211ai_1	1	1.3
dfxtp_1	8	28
ha_1	6	13
[cell families (layout without fill, tap and decap cells)]
logic type | after synthesis | count (layout) | share of synthesized area (%)
adders and majority gates | 7 | 7 | 16.7
AOI/OAI and AO/OA | 13 | 13 | 16.0
xor gates and xnor gates | 5 | 5 | 7.68
muxes | 5 | 5 | 8.99
and+or+nand+nor | 23 | 23 | 19.7
buffers and inverters | 4 | 17 | 2.85
DFF | 8 | 8 | 28.1
[how the worst max path moves through the flow]
stage / start / endpoint / slack [ps] / depth (start not counted)
CTS: up_i / count_o[7]$_SDFFE_PP0P_ / 320 / 8
global route: up_i / count_o[7]$_SDFFE_PP0P_ / 190 / 8
finish: up_i / count_o[7]$_SDFFE_PP0P_ / 320 / 8
[metrics by stage]
step | total power (uW) | instance area [um2] | util [%] | setup WS, ps
4_1_cts | 427 | 759 | 22.2 | 319
6_report | 417 | 759 | 22.2 | 318
2_1_floorplan | 266 | 571 | - | 660
3_3_place_gp | 324 | 737 | 21.6 | 73.8
3_5_place_dp | 329 | 737 | 21.6 | 43.4
5_1_grt | 462 | 759 | 22.2 | 193
[worst max-delay path, delay by kind of cell]
kind,cells,cell delay (ps)
AOI/OAI and AO/OA,3,400
adders and majority gates,1,420
buffers and inverters,2,640
muxes,2,530
[power by group]
group	internal, uW	leakage [uW]	switching, uW
Sequential	137	0.0000662	15.9
Clock	50.9	0.0000138	41.2
Combinational	95.7	0.000236	76.7
Total	284	0.000316	134
[area by class of cell]
class                      count  area share [%]
multi-input combinational     53            51.9
inverter                       2           0.988
tap                           46            7.58
sequential                     8            21.1
clock buffer                   3            2.97
timing repair buffer          12            15.5
[layer usage]
layer,track usage (%),up-vias,routed length (um)
met5,0,-,0
met4,0.528,0,10
met3,2.61,2,114
met2,5.86,10,499
met1,5.60,220,581
li1,-,254,-
Power is estimated from default activity; no workload was simulated.
